--- design.v ---
`timescale 1ns / 1ps
module state3(
		input                      		clk_i,
		input                     		rst_n,
		input                       	A,
		output                   K1,
		output                     K2
    );
	reg [3:0]                       now_state;
	reg [3:0]                       next_state;
	parameter                  START = 4'b0001;
	parameter                  STOP  = 4'b0010;
	parameter                  CLEAR = 4'b0100;
	parameter                  IDLE  = 4'b1000;
	always @(posedge clk_i) 
		if(!rst_n)
			now_state <= IDLE;
		else 
			now_state <= next_state;
	always @(*) begin
		case(now_state)
			IDLE: begin
				if(!rst_n)
					next_state = IDLE;
				else if(A)
					next_state = START;
				else 	
					next_state = now_state;
			end
			STOP: begin
				if(!rst_n)
					next_state = IDLE;
				else if(A)
					next_state = CLEAR;
				else 	
					next_state = now_state;
			end
			START: begin
				if(!rst_n)
					next_state = IDLE;
				else if(!A)
					next_state = STOP;
				else 	
					next_state = now_state;
			end
			CLEAR: begin
				if(!rst_n || !A)
					next_state = IDLE;
				else 
					next_state = now_state;
			end
			default:
				next_state = IDLE;
		endcase
	end
	assign K1 = (now_state== CLEAR && (!A || !rst_n))? 1 :0;
	assign K2 = (now_state== STOP  && A)? 1 :0;
endmodule
--- run.sh ---
#!/bin/bash
# OpenROAD 26Q1-2900-gdf79404cd8, Yosys 0.63+post, stock flow scripts
make -C /OpenROAD-flow-scripts/flow DESIGN_CONFIG=/design/flow/config.mk WORK_HOME=/design/flow/orfs finish
--- config.mk ---
export PLATFORM = sky130hd
export DESIGN_NAME = state3
export DESIGN_NICKNAME = state3
export VERILOG_FILES = /design/flow/design.v
export SDC_FILE = /design/flow/constraint.sdc
export NUM_CORES = 4
export LEC_CHECK = 1
export CORE_AREA = 10 10 70 70
export DIE_AREA = 0 0 80 80
--- constraint.sdc ---
current_design state3

set clk_period 1.2
set clk_io_pct 0.2

create_clock -name clk0 -period $clk_period [get_ports {clk_i}]

set non_clock_inputs [all_inputs -no_clocks]
set_input_delay [expr $clk_period * $clk_io_pct] -clock clk0 $non_clock_inputs
set_output_delay [expr $clk_period * $clk_io_pct] -clock clk0 [all_outputs]
==> impl_metrics.json <==
{
  "p_leak_nw": 0.112,
  "drc": 0,
  "hold-worst-slack_ns": 0.227,
  "postRouteAntennaNets": 0,
  "postLayoutCoreUtil_pct": 8.21,
  "r2r_start": "now_state[1]",
  "die_w_um": 80,
  "fillCellCount": 414,
  "routed-via-count": 126,
  "skew_ns": 0.00363,
  "root_buffer": "clkbuf_4",
  "min_path_cells": 2,
  "ioPinCount": 5,
  "wl_um": 367,
  "min_to": "now_state[2]",
  "hold_viol_final": 0,
  "worstSkewPairLatency_ns": 0.23,
  "placed_cells": 68,
  "post-place-ws_ns": -0.481,
  "yosysWarnings": 1,
  "rows": 21,
  "tritoncts": "built",
  "layout-drive-gt1-share_pct": 42.3,
  "largest_reg_flops": 4,
  "dieArea_um2": 6400,
  "totalPowerFinal_mw": 0.333,
  "netlist_area_um2": 135,
  "worstSetupStartpoint": "rst_n",
  "rsz0062_at_grt": "false",
  "fin_area_um2": 280,
  "r2r_cells": 3,
  "drv_cap": 0,
  "critPathLaunchType": "primary input",
  "setup_violations": 0,
  "ir_drop_v": 0.000583,
  "yosys_area_um2": 135,
  "largest_area_cell": "dfxtp_1",
  "reg_top3": "now_state (4)",
  "tightest_slew_ns": 0.133,
  "path_buffers": 2,
  "fmax_ghz": 0.864,
  "crit_chain": "dlygate4sd2_1 -> nand2_2 -> and2_4 -> dlygate4sd2_1",
  "cp_common_cell": "dlygate4sd2_1",
  "power.density_nw_per_um2": 1190,
  "syn_to_final_growth_pct": 107,
  "syn_inst": 15,
  "endpoint_kind": "primary output",
  "critPathMaxFanout": 2,
  "place.gp.congestion": 0.602,
  "path_delay_family": "buffers and inverters",
  "regMostFlops": "now_state",
  "die_h_um": 80,
  "max_slew_margin_pct": 91.1,
  "io_buffers": 4,
  "holdBufCountCts": 0,
  "fin_cells": 72,
  "fp_util_pct": 3.96,
  "ys_cells": 15,
  "period_used_pct": 96.4,
  "drt_first_iter_violations": 8,
  "netlist-cell-type-count": 7,
  "r2r_slack_ns": 0.49,
  "grt_max_degree": 5,
  "ys_seq_share_pct": 59.3,
  "area_leaders": "dfxtp_1 59%, nor2_1 17%, and2_2 5.6%",
  "crit_type": "primary input to primary output",
  "cts.sinks": 4,
  "core_um2": 3420,
  "place_area_um2": 255,
  "slowest_stage": "dlygate4sd2_1",
  "cts_max_level": 1,
  "min_period_ns": 1.16,
  "final_max_slew_viol_count": 0,
  "crit_arrival_ns": 0.92,
  "timing.final.ws_setup_ns": 0.0426,
  "overflow": 0,
  "hp-class": "primary input to flop",
  "max_stage_delay_ns": 0.23,
  "grt_use_total_pct": 1.25,
  "grt_antenna_before_repair": 0,
  "warnings": 25,
  "min_from": "A",
  "wire_per_inst_um": 5.10,
  "syn_avg_cell_area_um2": 9.01,
  "status": "finished clean",
  "required_ns": 0.96,
  "clkTransAtPathRegs_ns": 0.03,
  "via_per_inst": 1.75,
  "ys_ff": 4,
  "r2r-end": "now_state[0]",
  "top_area_share_pct": 59.3,
  "n_antenna_cell": 0,
  "grt_pass1_vias": 139,
  "finalSetupTns_ns": 0,
  "place_hpwl_um": 292,
  "cts_buffer_depth": 2,
  "first_pass_iters": 4,
  "grt_pass1_wl_um": 586,
  "cts-buffers-inserted": 3
}
synth_stat cells:
| master | instances |
|---|---|
| o21ai_0 | 1 |
| and2_2 | 1 |
| nor3b_1 | 1 |
| dfxtp_1 | 4 |
| nor2_1 | 6 |
| nand2_2 | 1 |
| and2_1 | 1 |
cells in the final DEF (no fill, tap or decap):
cell type / synthesis / final
clkbuf_4: 0 / 3
dfxtp_1: 4 / 4
dlygate4sd2_1: 0 / 2
nor2_1: 6 / 6
buf_4: 0 / 4
clkdlybuf4s15_1: 0 / 1
nor3b_1: 1 / 1
clkbuf_2: 0 / 1
and2_2: 1 / 1
o21ai_0: 1 / 1
nand2_2: 1 / 1
and2_4: 0 / 1
cells by family (layout without fill, tap and decap cells):
logic type / after synthesis / count (layout) / share of synthesized area (%)
simple gates: 10 / 10 / 37.0
flops: 4 / 4 / 59.3
compound gates: 1 / 1 / 3.70
buf+inv: 0 / 11 / 0
area by class of cell:
| cell class | instances | area (µm²) | share of cell area, % |
|---|---|---|---|
| clock buffer | 3 | 22.5 | 8.04 |
| tap | 46 | 57.6 | 20.5 |
| sequential | 4 | 80.1 | 28.6 |
| multi-input combinational | 11 | 57.6 | 20.5 |
| timing repair buffer | 8 | 62.6 | 22.3 |
how the worst max path moves through the flow:
stage	to	slack, ns	depth (start not counted)
final	K1	0.04	4
after global routing	K1	0.00006	4
after CTS	K1	0.01	4
repair_timing:
| item | 4_1_cts | 5_1_grt |
|---|---|---|
| pin swaps | 1 | 0 |
| gates resized | 7 | 1 |
| buffers inserted | 1 | 0 |
| setup endpoints to repair | 2 | 1 |
worst register-to-register path: cells and delay by family (launching register included):
kind	cells	cell delay [ns]
compound gates	1	0.07
simple gates	1	0.08
flops	1	0.31
buf+inv	1	0.14
power breakdown:
part | total [mW] | switching (mW) | internal, mW
sequential | 0.143 | 0.00304 | 0.140
combinational | 0.0262 | 0.0108 | 0.0154
clock | 0.164 | 0.0521 | 0.112
total | 0.333 | 0.0660 | 0.267
layer usage:
layer  vias up  routed length, µm  track usage, %
met5         -                  0               0
met1        50                189            1.53
met4         0                  0           0.176
li1         69                  -               -
met3         0                 52            1.36
met2         7                125            1.44
Power and IR drop assume default switching activity.
