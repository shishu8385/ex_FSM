### /design/flow/run.sh
#!/bin/bash
# OpenROAD 26Q1-2900-gdf79404cd8, Yosys 0.63+post, stock flow scripts
make -C /OpenROAD-flow-scripts/flow DESIGN_CONFIG=/design/flow/config.mk WORK_HOME=/design/flow/orfs finish
### /design/flow/config.mk
export PLATFORM = sky130hd
export DESIGN_NAME = state1
export DESIGN_NICKNAME = state1
export VERILOG_FILES = /design/flow/design.v
export SDC_FILE = /design/flow/constraint.sdc
export NUM_CORES = 4
export LEC_CHECK = 1
export CORE_AREA = 10 10 70 70
export DIE_AREA = 0 0 80 80
### /design/flow/constraint.sdc
current_design state1

set clk_period 1.7
set clk_io_pct 0.2

create_clock -name clk0 -period $clk_period [get_ports {clk_i}]

set non_clock_inputs [all_inputs -no_clocks]
set_input_delay [expr $clk_period * $clk_io_pct] -clock clk0 $non_clock_inputs
set_output_delay [expr $clk_period * $clk_io_pct] -clock clk0 [all_outputs]
### /design/flow/design.v
`timescale 1ns / 1ps
module state1(
		input                      		clk_i,
		input                     		rst_n,
		input                       	A,
		output   reg                    K1,
		output   reg                    K2
    );
	parameter                  START = 4'b0001;
	parameter                  STOP  = 4'b0010;
	parameter                  CLEAR = 4'b0100;
	parameter                  IDLE  = 4'b1000;
    reg [3:0]                  state;
	always @(posedge clk_i) begin
		if(!rst_n) begin
			state <= IDLE;
			{K1,K2} <= {0,0};
		end
		else begin
			case(state)
				IDLE: begin
					if(!rst_n) begin
						state <= IDLE;
						{K1,K2} <= {0,0};
					end
					else if(A) begin
						state <= START;
						{K1,K2} <= {0,0};
					end
				end
				START: begin
					if(!rst_n) begin
						state <= IDLE;
						{K1,K2} <= {0,0};
					end
					else if(!A) begin
						state <= STOP;
						{K1,K2} <= {0,0};
					end
				end
				STOP: begin
					if(!rst_n) begin
						state <= IDLE;
						{K1,K2} <= {0,0};
					end
					else if(A) begin
						state <= CLEAR;
						{K1,K2} <= {0,1};
					end
				end
				CLEAR: begin
					if(!rst_n || !A) begin
						state <= IDLE;
						{K1,K2} <= {0,1};
					end
				end
				default: begin
					state <= IDLE;
					{K1,K2} <= {0,0};
				end
			endcase
		end
	end
endmodule
==> metrics.yaml <==
run_status:
  status: "completed"
synthesis:
  syn_area_um2: 186
  ys_cells: 21
  synth.distinct_cells: 10
  ys_seq_share: 0.537
  yosysTopAreaCellShare: 0.537
  yosys.area.top_type: "dfxtp_1"
  ys.flops: 5
  postSynthCellCount: 21
  ys_warn_count: 1
  area_leaders: "dfxtp_1 (54%), nor2_1 (12%), nor3b_1 (8.1%)"
  avgSynthCellArea_um2: 8.88
  yosys_area_um2: 186
critical_path:
  crit_fanout: 2
  required_ns: 1.36
  startpoint: "K2"
  cp_slowest_cell: "clkdlybuf4s50_1"
  start_kind: "register"
  end_kind: "output port"
  cp_num_buf_inv: 1
  r2r-start: "state[3]"
  path_cells: "clkdlybuf4s50_1"
  arrival_ns: 1.04
  cp_top_family: "buffers and inverters"
  crit_type: "reg -> out"
  cpPeakStageDelay_ns: 0.47
grt:
  grt_max_degree: 7
  grt_usage: 0.0148
  overflow: 0
  antenna_found_initial: 0
  grt_pass1_wl_um: 717
  grt_pass1_vias: 156
worst_hold_path:
  hold_class: "reg -> reg"
  min_from: "state[1]"
power:
  power_density_mw_per_mm2: 991
  leakage_nw: 0.104
  ir_drop_mv: 0.470
cts:
  clockBufferDepth: 2
  htree_num_levels: 1
  postCtsSetupBuffers: 0
  cts_root_buffer: "clkbuf_4"
  cts-resized-gates: 0
  clock.latency.late_pin_ns: 0.24
  cts_tree: "built"
  cts_made_buffers: 3
  clk_pin_slew_worst_paths_ns: 0.05
  cts.sinks: 5
  ctsHoldBuffers: 0
floorplan:
  fp_util: 0.0546
  io_pins: 5
  core-area_mm2: 0.00342
  die_x_um: 80
  die_h_um: 80
  die_area_mm2: 0.00640
  fp-row-count: 21
drt:
  drtAntennaViolNets: 0
  wl_per_cell_um: 6.16
  vias: 155
  drtIter0Drc: 2
  totalWireLength_um: 450
  routed_via_density: 2.12
  diodes: 0
  drt-pass1-iter-count: 2
  drc_errors: 0
timing:
  tns_ns: 0
  worst_slack_ns: 0.319
  slew_violations: 0
  timing.fmax_mhz: 724
  rsz0062_at_grt: "false"
  min_period_ns: 1.38
  finalSetupViolations: 0
  period_used_share: 0.812
  hold_violations: 0
  fin_skew_ns: 0.00706
run:
  max-cap-violations: 0
  tool_warnings: 25
layout:
  area_growth_pct: 57.0
  layout_top_cells: "nor2_1 (6), dfxtp_1 (5), clkbuf_4 (3), clkdlybuf4s50_1 (3)"
  layout-drive-gt1-share: 0.111
  nFillCells: 407
  mostFrequentLayoutCell: "nor2_1"
placed_design:
  gp_congestion: 0.626
  port_buffers: 3
  pre_cts_ws_ns: 0.222
worst paths after layout:
check                                end  slack [ns]  cells past startpoint
worst min register to register  state[0]        0.49                      2
worst max-delay path                  K2        0.32                      1
worst min-delay path            state[0]        0.49                      2
worst max register to register        K2        0.85                      2
through the flow:
step                std cells  total power, W  instance area [µm²]  utilization  hold WS, ns
finish                     73        0.000290                  293       0.0857        0.492
global route               73        0.000309                  293       0.0857        0.554
CTS                        73        0.000295                  293       0.0857        0.492
detailed placement         69        0.000155                  267       0.0780        0.495
global placement           69        0.000153                  267       0.0780        0.491
floorplan                  21        0.000143                  186            -        0.416
state kept, by name, summed over array words and instances, names as in the netlist:
signal	count
K2	1
state	4
cell type report:
cell class,count,area (µm²),area share
clock buffers,4,26.3,0.0897
multi-input cells,15,78.8,0.269
flip-flops and latches,5,100,0.342
well taps,46,57.6,0.197
repair buffers,3,30.0,0.103
Yosys cell counts, drive strengths merged:
cell / instances
nand2: 2
mux2i: 1
buf: 1
o21ai: 1
nor2: 6
o311a: 1
dfxtp: 5
conb: 1
nor3: 1
nor3b: 2
power by group:
part | switching, W | internal [W]
combinational | 0.00000951 | 0.0000142
sequential | 0.00000524 | 0.000124
clock | 0.0000484 | 0.0000887
per-layer routing:
layer | vias to the layer above | track usage | routed length, µm
met2 | 7 | 0.0136 | 144
met4 | 0 | 0.00352 | 10
li1 | 79 | - | -
met1 | 67 | 0.0207 | 219
met5 | - | 0 | 0
met3 | 2 | 0.0159 | 76
kinds of logic after synthesis:
logic type / count (synthesis) / share of synthesized area
AND/OR/NAND/NOR: 11 / 0.268
flip-flops: 5 / 0.537
AND-OR/OR-AND: 2 / 0.0805
multiplexers: 1 / 0.0537
buffers and inverters: 1 / 0.0403
other: 1 / 0.0201
Power and IR drop assume default switching activity.
